==> /design/flow/design.v <==
module simple_480p (
    input  wire logic clk_pix,    
    input  wire logic rst,        
    output      logic [9:0] sx,   
    output      logic [9:0] sy,   
    output      logic hsync,      
    output      logic vsync,      
    output      logic de          
    );
    parameter HA_END = 639;            
    parameter HS_STA = HA_END + 16;    
    parameter HS_END = HS_STA + 96;    
    parameter LINE   = 799;            
    parameter VA_END = 479;            
    parameter VS_STA = VA_END + 10;    
    parameter VS_END = VS_STA + 2;     
    parameter SCREEN = 524;            
    always_comb begin
        hsync = ~(sx >= HS_STA && sx < HS_END);   
        vsync = ~(sy >= VS_STA && sy < VS_END);   
        de = (sx <= HA_END && sy <= VA_END);
    end
    always_ff @(posedge clk_pix) begin
        if (sx == LINE) begin   
            sx <= 0;
            sy <= (sy == SCREEN) ? 0 : sy + 1;   
        end else begin
            sx <= sx + 1;
        end
        if (rst) begin
            sx <= 0;
            sy <= 0;
        end
    end
endmodule
`default_nettype none
`timescale 1ns / 1ps
module top_bounce #(parameter CORDW=10) (   
    input  wire logic clk_pix,          
    input  wire logic rst,              
    output      logic [CORDW-1:0] sx,   
    output      logic [CORDW-1:0] sy,   
    output      logic de,               
    output      logic [7:0] sdl_r,      
    output      logic [7:0] sdl_g,      
    output      logic [7:0] sdl_b       
    );
    simple_480p display_inst (
        .clk_pix,
        .rst,
        .sx,
        .sy,
        .hsync(),
        .vsync(),
        .de
    );
    localparam H_RES = 640;
    localparam V_RES = 480;
    logic animate;   
    always_comb animate = (sy == V_RES && sx == 0);
    localparam Q1_SIZE = 100;    
    localparam Q2_SIZE = 150;    
    localparam Q3_SIZE = 200;    
    logic [CORDW-1:0] q1x, q1y;  
    logic [CORDW-1:0] q2x, q2y;  
    logic [CORDW-1:0] q3x, q3y;  
    logic q1dx, q1dy;            
    logic q2dx, q2dy;            
    logic q3dx, q3dy;            
    logic [CORDW-1:0] q1s = 2;   
    logic [CORDW-1:0] q2s = 1;   
    logic [CORDW-1:0] q3s = 1;   
    always_ff @(posedge clk_pix) begin
        if (animate) begin
            if (q1x >= H_RES - (Q1_SIZE + q1s)) begin   
                q1dx <= 1;
                q1x <= q1x - q1s;
            end else if (q1x < q1s) begin   
                q1dx <= 0;
                q1x <= q1x + q1s;
            end else q1x <= (q1dx) ? q1x - q1s : q1x + q1s;
            if (q1y >= V_RES - (Q1_SIZE + q1s)) begin   
                q1dy <= 1;
                q1y <= q1y - q1s;
            end else if (q1y < q1s) begin   
                q1dy <= 0;
                q1y <= q1y + q1s;
            end else q1y <= (q1dy) ? q1y - q1s : q1y + q1s;
            if (q2x >= H_RES - (Q2_SIZE + q2s)) begin
                q2dx <= 1;
                q2x <= q2x - q2s;
            end else if (q2x < q2s) begin
                q2dx <= 0;
                q2x <= q2x + q2s;
            end else q2x <= (q2dx) ? q2x - q2s : q2x + q2s;
            if (q2y >= V_RES - (Q2_SIZE + q2s)) begin
                q2dy <= 1;
                q2y <= q2y - q2s;
            end else if (q2y < q2s) begin
                q2dy <= 0;
                q2y <= q2y + q2s;
            end else q2y <= (q2dy) ? q2y - q2s : q2y + q2s;
            if (q3x >= H_RES - (Q3_SIZE + q3s)) begin
                q3dx <= 1;
                q3x <= q3x - q3s;
            end else if (q3x < q3s) begin
                q3dx <= 0;
                q3x <= q3x + q3s;
            end else q3x <= (q3dx) ? q3x - q3s : q3x + q3s;
            if (q3y >= V_RES - (Q3_SIZE + q3s)) begin
                q3dy <= 1;
                q3y <= q3y - q3s;
            end else if (q3y < q3s) begin
                q3dy <= 0;
                q3y <= q3y + q3s;
            end else q3y <= (q3dy) ? q3y - q3s : q3y + q3s;
        end
    end
    logic q1_draw, q2_draw, q3_draw;
    always_comb begin
        q1_draw = (sx >= q1x) && (sx < q1x + Q1_SIZE)
              && (sy >= q1y) && (sy < q1y + Q1_SIZE);
        q2_draw = (sx >= q2x) && (sx < q2x + Q2_SIZE)
              && (sy >= q2y) && (sy < q2y + Q2_SIZE);
        q3_draw = (sx >= q3x) && (sx < q3x + Q3_SIZE)
              && (sy >= q3y) && (sy < q3y + Q3_SIZE);
    end
    always_ff @(posedge clk_pix) begin
        sdl_r <= (de && q1_draw) ? 8'hFF : 8'h00;
        sdl_g <= (de && q2_draw) ? 8'hFF : 8'h00;
        sdl_b <= (de && q3_draw) ? 8'hFF : 8'h00;
    end
endmodule
==> /design/flow/run.sh <==
#!/bin/bash
# OpenROAD 26Q1-2900-gdf79404cd8, Yosys 0.63+post, stock flow scripts
make -C /OpenROAD-flow-scripts/flow DESIGN_CONFIG=/design/flow/config.mk WORK_HOME=/design/flow/orfs finish
==> /design/flow/config.mk <==
export PLATFORM = sky130hd
export DESIGN_NAME = top_bounce
export DESIGN_NICKNAME = top_bounce
export VERILOG_FILES = /design/flow/design.v
export SDC_FILE = /design/flow/constraint.sdc
export NUM_CORES = 4
export LEC_CHECK = 1
export CORE_UTILIZATION = 40
==> /design/flow/constraint.sdc <==
current_design top_bounce

set clk_period 3.5
set clk_io_pct 0.2

create_clock -name clk0 -period $clk_period [get_ports {clk_pix}]

set non_clock_inputs [all_inputs -no_clocks]
set_input_delay [expr $clk_period * $clk_io_pct] -clock clk0 $non_clock_inputs
set_output_delay [expr $clk_period * $clk_io_pct] -clock clk0 [all_outputs]
==> run_results.csv <==
group,metric,value,unit
run_status,outcome,"completed",
clock_network,cts_tree,"yes",
sta,slew_violations,0,
clock_network,clock_latency,0.35,ns
sta,tns,0,ns
run,warnings,52,
min_path,worstHoldPathType,"flip-flop to flip-flop",
setup_path,worstSetupStartpoint,"q1x[3]",
synthesis,edf_count,64,
routing,vias_per_cell,5.40,
finish,fillers,1952,
clock_network,cts-resized-gates,0,
synthesis,simple_gate_share,0.171,
clock_network,cts_root_buf,"clkbuf_16",
routing,antenna_cells,0,
synthesis,synth_seq_share,0.282,
sta,hold_viol_final,0,
sta,fin_crit_sh,0.816,
setup_path,critPathRequiredTime,3.76,ns
synthesis,ys_warn_count,2,
global_routing,grt_pass1_wl,31300,um
global_routing,grt_usage,0.183,
place,gp_congestion,0.869,
global_routing,grt_overflow,0,
routing,wl_per_cell,15.5,um
sta,setup_ws,0.645,ns
min_path,hold_depth,1,
floorplan,floorplan.core_util,0.412,
synthesis,logic_family,"adder cells",
min_path,min-delay-start,"display_inst.sx[0]",
min_path,hold_path_end,"display_inst.sx[0]",
routing,wirelength,18900,um
power,p_per_area,220,mW/mm2
setup_path,crit_arrival,3.12,ns
clock_network,path_clk_slew,0.07,ns
routing,ant_nets,0,
synthesis,syn_area,0.00844,mm2
setup_path,r2r_slack,0.65,ns
place,hpwlAfterDp,14100,um
place,io_buffers,46,
floorplan,core,0.0205,mm2
finish,lay_top_count,"ha_1",
floorplan,die_area,0.0217,mm2
power,finalPower,2050,uW
floorplan,rows,52,
setup_path,path_class,"flip-flop to flip-flop",
sta,holdWs,0.519,ns
clock_network,numCtsBuffers,9,
finish,syn2layout_area_growth,10.3,%
synthesis,synthXorXnorAreaFrac,0.103,
routing,num_vias,6572,
clock_network,htreeDepth,3,
run,max_cap_violations,0,
setup_path,cp_num_buf_inv,0,
finish,most-common-layout-cells,"ha_1, xnor2_1, inv_1",
floorplan,die-width,147,um
synthesis,syn_inst,924,
synthesis,adder_share,0.206,
finish,drive_gt1_frac,0.0380,
synthesis,ff_type,"edfxtp_1",
setup_path,cp-end-kind,"flip-flop",
global_routing,antenna_found_initial,0,
clock_network,postCtsSetupBuffers,0,
synthesis,synth_cell_types,64,
setup_path,reg2reg_from,"q1x[3]",
synthesis,synthArstFlopShare,0,
sta,max_slew_margin,0.437,
synthesis,ys_sh_mux,0.0296,
power,leakage,0.00386,uW
synthesis,ys.flops,87,
synthesis,ys_cells,924,
setup_path,path_cells,"ha_1, a211oi_1, nor2_1, xnor2_1, ha_1, nand2_1, nor2_1, a2111oi_0, a21oi_1, a211oi_1",
sta,rsz0062_at_grt,"no",
synthesis,yosys.area_share.aoi,0.144,
synthesis,postSynthAreaPerCell,9.14,um2
clock_network,cts_hold_buffers,0,
synthesis,ys_area,0.00844,mm2
sta,worst_pin_slew,0.834,ns
sta,fmax,350,MHz
floorplan,fp.dieH,147,um
power,peakVddDrop,0.187,mV
clock_network,clock-sinks,87,
routing,drt-initial-drc-count,352,
setup_path,cp_top_family,"AND-OR/OR-AND gates",
global_routing,grt_max_degree,24,
global_routing,grt_pass1_vias,6172,
routing,first_pass_iters,4,
clock_network,cts_buffer_depth,2,
floorplan,io_pins,47,
setup_path,path_max_fanout,6,
sta,setup_viol,0,
sta,period_needed,2.85,ns
place,post-place-ws,0.687,ns
finish,final_core_util,0.455,
setup_path,cpPeakStageDelay,0.59,ns
setup_path,cp_slowest_cell,"a211oi_1",
routing,route.detailed.drc,0,
setup_path,critPathLaunchType,"flip-flop",
sta,clock_skew,0.0131,ns
setup_path,rr_endpoint,"sdl_r[6]",
setup_path,reg2regPathDepth,10,
power by group:
group          switching (uW)  internal, uW  total, uW
Combinational            18.6          19.6       38.2
Sequential               9.43          1090       1100
Clock                     407           500        907
Total                     435          1610       2050
flip-flops by register name (all words and copies together) (netlist names), 9 cells and up:
register / cells
display_inst.sx: 10
display_inst.sy: 10
q2x: 10
q2y: 10
q3x: 10
q3y: 10
q1x: 9
q1y: 9
synthesized netlist by cell type (16+ instances only):
library cell	number	area, um2
clkbuf_1	22	82.6
and3_1	16	100
ha_1	139	1740
dfxtp_1	23	460
inv_1	81	304
nor2_1	63	236
buf_4	21	158
nand2_1	53	199
xnor2_1	85	744
nand3_1	27	135
o21ai_0	27	135
edfxtp_1	64	1920
mux2i_1	25	250
nand4_1	26	163
nor3_1	21	105
a21oi_1	37	185
cell families after synthesis:
group / count (synthesis)
AND/OR/NAND/NOR: 276
AND-OR/OR-AND: 173
adder cells (fa/ha/maj): 139
buffers and inverters: 125
XOR/XNOR: 99
flip-flops: 87
multiplexers: 25
cell type report:
class,count,area [um2],area share
clock inverter,2,10.0,0.00107
inverter,82,308,0.0330
timing repair buffer,51,510,0.0548
sequential,87,2380,0.256
multi-input combinational,712,5510,0.592
clock buffer,14,254,0.0273
tap,270,338,0.0363
how the worst max path moves through the flow:
| stage | endpoint | cells after the start |
|---|---|---|
| final | sdl_r[6] | 10 |
| after global routing | sdl_r[6] | 10 |
| after CTS | q2y[6] | 7 |
per-layer routing:
metal | up-vias | routed length [um] | global-route usage
met4 | 0 | 277 | 0.0258
met3 | 18 | 602 | 0.0209
met2 | 105 | 8270 | 0.283
met5 | - | 0 | 0
li1 | 3412 | - | -
met1 | 3037 | 9700 | 0.288
per-stage QoR:
step           instances  area [um2]
2_1_floorplan        924        8440
3_3_place_gp        1202        9050
3_5_place_dp        1202        9050
4_1_cts             1218        9320
5_1_grt             1218        9320
6_report            1218        9320
Power and IR drop assume default switching activity.
